`flow/design.v`:
```
`timescale 1ns/1ns
module Memory( input CLK, input RST,
  input SRAM_WE_N,
  input [15:0] SRAM_ADDR,
  inout [63:0] SRAM_DQ
  );
  reg[31:0] memory[0:511]; 
  assign #30 SRAM_DQ = SRAM_WE_N ? {memory[{SRAM_ADDR[15:1],1'b0}],memory[{SRAM_ADDR[15:1],1'b1}]} : 32'bzzzz_zzzz_zzzz_zzzz_zzzz_zzzz_zzzz_zzzz;
  always@(posedge CLK)begin
    if(~SRAM_WE_N)begin
      memory[SRAM_ADDR] = SRAM_DQ; end
  end
endmodule
```
`flow/run.sh`:
```
#!/bin/bash
# OpenROAD 26Q1-2900-gdf79404cd8, Yosys 0.63+post, stock flow scripts
make -C /OpenROAD-flow-scripts/flow DESIGN_CONFIG=/design/flow/config.mk WORK_HOME=/design/flow/orfs finish
```
`flow/config.mk`:
```
export PLATFORM = sky130hd
export DESIGN_NAME = Memory
export DESIGN_NICKNAME = Memory
export VERILOG_FILES = /design/flow/design.v
export SDC_FILE = /design/flow/constraint.sdc
export NUM_CORES = 4
export LEC_CHECK = 1
export CORE_UTILIZATION = 40
export SYNTH_MEMORY_MAX_BITS = 65536
```
`flow/constraint.sdc`:
```
current_design Memory

set clk_period 294.3
set clk_io_pct 0.2

create_clock -name clk0 -period $clk_period [get_ports {CLK}]

set non_clock_inputs [all_inputs -no_clocks]
set_input_delay [expr $clk_period * $clk_io_pct] -clock clk0 $non_clock_inputs
set_output_delay [expr $clk_period * $clk_io_pct] -clock clk0 [all_outputs]
```
==> qor.yml <==
status:
  status: "aborted with a tool error"
  haltStage: "4_1_cts"
  error: "[error] [KeplerFormal.cpp:679] Workflow failed: Iso has multiple drivers: .SRAM_DQ8, place2878.X0"
placement:
  place_ws_ps: 164470
  gp_congestion: 0.8863
  port_buffers: 10
  dp.final_hpwl_um: 1081000
  dpl_cell_area_mm2: 0.6625
clocking:
  cts_buffer_depth: 6
  cts_sinks: 16380
  cts_hold_buf: 0
  numCtsBuffers: 1655
  cts_max_level: 7
  cts_resized: 0
  root_buffer: "clkbuf_16"
  post_cts_buffers: 0
synth:
  syn-cell-area_mm2: 0.6257
  syn_avg_cell_area_um2: 19.83
  ys_sh_aoi_pct: 4.460
  ys_seq_share_pct: 78.63
  adder_share_pct: 0
  synthMuxAreaShare_pct: 14.11
  synth-edff-count: 16380
  ys_sh_xor_pct: 0
  ys_warn_count: 2
  synth-main-ff-cell: "edfxtp_1"
  ys_area_mm2: 0.6257
  synth.cellmix.simpleShare_pct: 1.385
  synth_flops: 16380
  syn_inst: 31550
  synthTopLogicFamily: "multiplexers"
  synthArstFlopShare_pct: 0
  ys_types: 68
  ys_cells: 31550
floorplanning:
  dieHeight_um: 1253
  die_x_um: 1253
  fp-utilization_pct: 40.09
  rows: 459
  ios: 83
## cell families after synthesis
kind of cell | Yosys count
mux | 7215
simple gates | 1763
buf+inv | 1900
compound gates | 4289
flops | 16380
## per-stage QoR
step,total power (W),cells
detailed placement,0.002932,52300
global placement,0.002944,52300
floorplan,0.002760,31550
## synthesized netlist by cell type, types with 4 or more instances
| master | number | area share, % |
|---|---|---|
| a22oi_1 | 665 | 0.80 |
| mux2_2 | 301 | 0.54 |
| buf_6 | 46 | 0.083 |
| a31oi_1 | 61 | 0.061 |
| o41a_1 | 57 | 0.10 |
| o2111ai_1 | 4 | 0.0056 |
| or4_1 | 23 | 0.028 |
| a2111oi_0 | 4 | 0.0056 |
| buf_4 | 108 | 0.13 |
| o211ai_1 | 59 | 0.071 |
| o21ai_0 | 558 | 0.45 |
| nor3b_1 | 6 | 0.0072 |
| a21oi_1 | 370 | 0.30 |
| nor2_1 | 654 | 0.39 |
| and3_1 | 58 | 0.058 |
| nor4_1 | 482 | 0.48 |
| o22ai_1 | 2039 | 2.0 |
| a22o_1 | 68 | 0.095 |
| nor2b_1 | 15 | 0.015 |
| clkbuf_1 | 813 | 0.49 |
| edfxtp_1 | 16380 | 79 |
| nor3_1 | 12 | 0.0096 |
| o31ai_1 | 57 | 0.068 |
| mux2i_1 | 5658 | 9.1 |
| a211oi_1 | 68 | 0.082 |
| buf_1 | 156 | 0.094 |
| nand2_1 | 212 | 0.13 |
| mux4_2 | 1256 | 4.5 |
| nand4_1 | 9 | 0.0090 |
| a311oi_1 | 54 | 0.076 |
| buf_2 | 771 | 0.62 |
| nand3_1 | 257 | 0.21 |
| a221oi_1 | 133 | 0.19 |
| o22a_1 | 58 | 0.081 |
| nand4bb_1 | 5 | 0.0090 |
| nand2b_1 | 8 | 0.0080 |
| a41oi_1 | 7 | 0.0098 |
Power figures rest on the tool's default switching activity, not on a simulated workload.
