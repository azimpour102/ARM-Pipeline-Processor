==> ./design.v <==
module Cache(input clk,rst,write_en,read_en,cchUpdate,
             input [18:0]adrIn,input [63:0]write_data,
             output reg miss,output reg [31:0]readData);
  reg [0:63]val1,val2;
  reg a,b;
  reg [148:0]cch[0:63];
  wire [5:0] ind;
  wire [148:0] cchLine;
  wire [9:0] tagIn,tag1,tag2;
  wire used;
  assign ind=adrIn[8:3];
  assign cchLine=cch[ind];
  assign used=cchLine[148];
  assign tagIn=adrIn[17:8];
  assign tag1=cchLine[147:138]; 
  assign tag2=cchLine[73:64];
  always@(*)begin
    miss=1'b0;
    a=(tagIn==tag1); b=(tagIn==tag2);
    if(write_en || read_en)begin
      miss=1'b1;
      if(((tagIn==tag1) && val1[ind]) || ((tagIn==tag2) && val2[ind]))
        miss=1'b0;
    end
  end
  always@(*)begin
    if(read_en)begin
      if(tagIn==tag1 && val1)begin
        readData=adrIn[2] ? cchLine[105:74] : cchLine[137:106];
        cch[ind][148]=1'b1;
      end
      else if(tagIn==tag2 && val2)begin
        readData=adrIn[2] ? cchLine[31:0] : cchLine[63:32];
        cch[ind][148]=1'b0;
      end
    end
  end
  always@(posedge clk,posedge rst)begin
    if(rst)begin
      val1=64'b0; val2=64'b0;
    end
    else begin
      if(cchUpdate)begin
        if(read_en)begin
          if(tagIn==tag1)begin
            cch[ind][147:138]=tagIn;
            val1[ind]=1'b1;
            cch[ind][137:74]=write_data;
          end
          else if(tagIn==tag2)begin
            cch[ind][73:64]=tagIn;
            val2[ind]=1'b1;
            cch[ind][63:0]=write_data;
          end
          else if(used)begin
            cch[ind][73:64]=tagIn;
            val2[ind]=1'b1;
            cch[ind][63:0]=write_data;
          end
          else begin
            cch[ind][147:138]=tagIn;
            val1[ind]=1'b1;
            cch[ind][137:74]=write_data;
          end
        end
        if(write_en)begin
          if(miss);
          else begin
            if(tagIn==tag1 && val1)begin
              val1[ind]=1'b0;
            end
            else if(tagIn==tag2 && val2)begin
              val2[ind]=1'b0;
            end
          end
        end
      end
    end
  end
endmodule
module MEM_Stage(input clk,rst,write_en,read_en,
                       input [31:0] address,writeData,
                       output[31:0] readData,output ready,
                       inout [63:0] SRAM_DQ,
                       output [15:0] SRAM_ADDR,
                       output SRAM_UB_N,SRAM_LB_N,SRAM_WE_N,SRAM_CE_N,SRAM_OE_N);
  wire miss,cchUpdate;
  wire [31:0] addr,_addr;
  wire [63:0] _writeData,_readData;
  assign _addr={address[31:2],2'b00}-32'd1024;
  Mux #(64) m(_readData,{32'b0,writeData},write_en,_writeData);
  Cache cch(clk,rst,write_en,read_en,cchUpdate,_addr[18:0],_writeData,miss,readData);
  SRAM_Controller sc(clk,rst,write_en,read_en,miss,_addr,writeData,
                       _readData,ready,cchUpdate,SRAM_DQ,SRAM_ADDR,
                       SRAM_UB_N,SRAM_LB_N,SRAM_WE_N,SRAM_CE_N,SRAM_OE_N);
endmodule
module Mux#(parameter b=9)(input [b-1:0]A,B,input s,output [b-1:0]w);
  assign w=s?B:A;
endmodule
module SRAM_Controller(input clk,rst,write_en,read_en,miss,
                       input [31:0] addr,writeData,
                       output[63:0] readData,output reg ready,cchUpdate,
                       inout [63:0] SRAM_DQ,
                       output [15:0] SRAM_ADDR,
                       output SRAM_UB_N,SRAM_LB_N,SRAM_WE_N,SRAM_CE_N,SRAM_OE_N);
  assign SRAM_ADDR={2'b00,addr[15:2]};
  assign readData=SRAM_DQ;
  assign {SRAM_UB_N,SRAM_LB_N,SRAM_CE_N,SRAM_OE_N}='b0;
  assign SRAM_WE_N=write_en ? 1'b0 : 1;
  assign SRAM_DQ=read_en ? 64'bz : writeData;
  reg [1:0] ns,ps;
  reg [2:0] cnt,cntr;
  initial begin
    ns=2'b00;
    cntr=3'b000;
  end
  always@(posedge clk)begin
    ps<=ns;
    cnt<=cntr;
  end
  always@(*)begin
    if(ps==2'b00)begin
      ready=1'b0;
      cchUpdate=1'b0;
      cntr=3'b000;
      if(write_en || read_en && miss) ns=2'b01;
      else begin
        ns=2'b00;
        if(write_en || read_en) ready=1'b1;
      end  
    end
    if(ps==2'b01)begin
      ready=1'b0;
      cchUpdate=1'b0;
      cntr=cntr+1;
      if(cnt==3'b011) ns=2'b10; else  ns=2'b01;
    end
    if(ps==2'b10)begin
      ready=1'b0;
      cchUpdate=1'b1;
      ns=2'b11;
    end
    if(ps==2'b11)begin
      ready=1'b1;
      cchUpdate=1'b0;
      cntr=3'b000;
      ns=2'b00;
    end
  end
endmodule
==> ./run.sh <==
#!/bin/bash
# OpenROAD 26Q1-2900-gdf79404cd8, Yosys 0.63+post, stock flow scripts
make -C /OpenROAD-flow-scripts/flow DESIGN_CONFIG=/design/flow/config.mk WORK_HOME=/design/flow/orfs finish
==> ./config.mk <==
export PLATFORM = sky130hd
export DESIGN_NAME = MEM_Stage
export DESIGN_NICKNAME = MEM_Stage
export VERILOG_FILES = /design/flow/design.v
export SDC_FILE = /design/flow/constraint.sdc
export NUM_CORES = 4
export LEC_CHECK = 1
export CORE_UTILIZATION = 30
==> ./constraint.sdc <==
current_design MEM_Stage

set clk_period 25.8
set clk_io_pct 0.2

create_clock -name clk0 -period $clk_period [get_ports {clk}]

set non_clock_inputs [all_inputs -no_clocks]
set_input_delay [expr $clk_period * $clk_io_pct] -clock clk0 $non_clock_inputs
set_output_delay [expr $clk_period * $clk_io_pct] -clock clk0 [all_outputs]
==> run notes <==
run metrics: outcome stopped before the end, CTS Hold Bufs 0, syn_area_per_cell 17.3 µm², Cells after Synth 11996, CTS Buf Count 565, Top logic family AND-OR/OR-AND gates, number of enable flip-flop cells 5376, MUX share of area 0.00862, yosys xor share 0.000971, count of unclocked register or latch pins 103, ys cells 11996, ys flop type edfxtp_1, #FFs+latches synth 5612, Simple-Gate Area Share 0.0583, fp_density 0.301, Complex Gates by Area 0.111, Post-synth ARST share 0.0228, I/O Buffers 99, DP Wirelength 514000 µm, YS warnings 30, Die H 833 µm, routability cong. 0.995, last stage reached clock tree synthesis, CTS HTree Levels 6, I/O pins 186, Post-Synth Adder-Cell Area 0.000422, post-cts resize count 0, Post-Syn Area 0.207 mm², std cell rows 305, cell count after placement 21228, Post-CTS Setup Inserts 0, Unique masters post-synth 101, CTS root buf clkbuf_16, Clock Path Buffers 4, endpoints left unconstrained 138, Yosys chip area 0.207 mm², Die W 833 µm, Tool Error [error] [KeplerFormal.cpp:679] Workflow failed: Iso has multiple drivers: .writeData26, input79.X0
-- through the flow --
| step | setup WS (ns) | area (µm²) |
|---|---|---|
| global placement | 7.56 | 224000 |
| detailed placement | 7.90 | 224000 |
| floorplan | 8.16 | 208000 |
-- synthesized netlist by cell type, drive strengths merged (16+ instances only) --
cell | instances | area (µm²)
a2111oi | 89 | 790
a211oi | 28 | 210
a21oi | 67 | 339
a221oi | 102 | 923
a222oi | 69 | 691
a22o | 105 | 920
a22oi | 2148 | 16100
a31oi | 98 | 613
a41oi | 54 | 552
and3 | 180 | 1130
and4 | 18 | 159
buf | 390 | 2070
clkbuf | 455 | 1710
dfrtp | 128 | 3200
dlxtn | 103 | 1550
edfxtp | 5376 | 161000
inv | 49 | 184
mux2i | 74 | 741
mux4 | 41 | 923
nand2 | 526 | 1980
nand3 | 390 | 1950
nand3b | 19 | 143
nand4 | 409 | 2560
nor2 | 350 | 1320
nor3 | 165 | 826
nor4 | 144 | 913
o21ai | 43 | 215
o22a | 59 | 517
or4 | 35 | 263
xnor2 | 16 | 140
-- cell families after synthesis --
group,count (synthesis)
muxes,126
and+or+nand+nor,2346
AOI/OAI and AO/OA,2986
xor gates and xnor gates,23
adders and majority gates,7
latches,103
DFF,5509
other,1
buffers and inverters,895
